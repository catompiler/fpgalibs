==> /design/flow/design.v <==
module add3gt4(input wire[3:0] in_val, output reg[3:0] out_val);
always @(in_val) begin
    case (in_val)
        4'b0101: out_val <= 4'b1000;
        4'b0110: out_val <= 4'b1001;
        4'b0111: out_val <= 4'b1010;
        4'b1000: out_val <= 4'b1011;
        4'b1001: out_val <= 4'b1100;
        4'b1010: out_val <= 4'b1101;
        4'b1011: out_val <= 4'b1110;
        4'b1100: out_val <= 4'b1111;
        default: out_val <= in_val;
    endcase
end
endmodule
module add3gt4_n #(parameter N = 1)
            (input wire [4 * N - 1 : 0] in_val,
             output wire [4 * N - 1 : 0] out_val);
genvar i;
generate
for(i = 0; i < N; i = i + 1) begin: gen_add3
    add3gt4 add3(in_val[4 * (i + 1) - 1: 4 * i], out_val[4 * (i + 1) - 1: 4 * i]);
end
endgenerate
endmodule
module bin2bcd #(parameter IN_BITS = 8,
                 parameter OUT_BITS = 10)
            (input wire [IN_BITS-1:0] bin_number,
             output wire [OUT_BITS-1:0] bcd_number);
genvar bits_shifted;
generate
for (bits_shifted = 3; bits_shifted < IN_BITS; bits_shifted = bits_shifted + 1) begin : gen
    wire [IN_BITS + bits_shifted / 3 - 1 : 0] out_wires;
    if(bits_shifted == 3) begin
        add3gt4_n #(bits_shifted / 3) add3n(
                        {1'b0, bin_number[IN_BITS - 1 : IN_BITS - 3]},
                        out_wires[IN_BITS : IN_BITS - 3]
                    );
        assign out_wires[IN_BITS - 4: 0] = bin_number[IN_BITS - 4:0];
    end else if(bits_shifted % 3 == 0) begin
        add3gt4_n #(bits_shifted / 3) add3n(
                        {1'b0, gen[bits_shifted - 1].out_wires[IN_BITS + (bits_shifted - 1) / 3 - 1 : IN_BITS - (bits_shifted / 3) * 3]},
                        out_wires[IN_BITS + bits_shifted / 3 - 1 : IN_BITS - (bits_shifted / 3) * 3]
                    );
        assign out_wires[IN_BITS - (bits_shifted / 3) * 3 - 1: 0] = bin_number[IN_BITS - (bits_shifted / 3) * 3 - 1:0];
    end else begin
        add3gt4_n #(bits_shifted / 3) add3n(
                        {gen[bits_shifted - 1].out_wires[IN_BITS + bits_shifted / 3 - 1 - bits_shifted % 3 : IN_BITS - (bits_shifted / 3) * 3 - bits_shifted % 3]},
                        out_wires[IN_BITS + bits_shifted / 3 - 1 - bits_shifted % 3 : IN_BITS - (bits_shifted / 3) * 3 - bits_shifted % 3]
                    );
        assign out_wires[IN_BITS + bits_shifted / 3 - 1: IN_BITS + bits_shifted / 3 - bits_shifted % 3] = gen[bits_shifted - 1].out_wires[IN_BITS + bits_shifted / 3 - 1 : IN_BITS + bits_shifted / 3 - bits_shifted % 3];
        assign out_wires[IN_BITS - (bits_shifted / 3) * 3 - bits_shifted % 3 - 1: 0] = bin_number[IN_BITS - (bits_shifted / 3) * 3 - bits_shifted % 3 - 1:0];
    end
end
assign bcd_number = gen[IN_BITS - 1].out_wires;
endgenerate
endmodule
==> /design/flow/run.sh <==
#!/bin/bash
# OpenROAD 26Q1-2900-gdf79404cd8, Yosys 0.63+post, stock flow scripts
make -C /OpenROAD-flow-scripts/flow DESIGN_CONFIG=/design/flow/config.mk WORK_HOME=/design/flow/orfs finish
==> /design/flow/config.mk <==
export PLATFORM = sky130hd
export DESIGN_NAME = bin2bcd
export DESIGN_NICKNAME = bin2bcd
export VERILOG_FILES = /design/flow/design.v
export SDC_FILE = /design/flow/constraint.sdc
export NUM_CORES = 4
export LEC_CHECK = 1
export CORE_AREA = 10 10 70 70
export DIE_AREA = 0 0 80 80
==> /design/flow/constraint.sdc <==
current_design bin2bcd

set clk_period 6.4
set clk_io_pct 0.2

create_clock -name clk0 -period $clk_period

set non_clock_inputs [all_inputs -no_clocks]
set_input_delay [expr $clk_period * $clk_io_pct] -clock clk0 $non_clock_inputs
set_output_delay [expr $clk_period * $clk_io_pct] -clock clk0 [all_outputs]
==> run notes <==
flow finished, numbers: fp util 20.4%, layout cells sized above 1 5.71%, Layout area overhead 18.5%, ys cells 103, mean post-synth cell area 6.75 um^2, Die H 80 um, I/O Pins 18, grt ovf 0, # diodes 0, Netlist Area Pre-Place 696 um^2, status finished, final reports clean, cts hold-fix bufs 0, Core Area 3420 um^2, Resize count post-CTS 0, PwrDens 71.7 nW/um^2, drt pass-1 iters 4, Tmin final 5.18 ns, vias in the first global route 647, Final HPWL DP 1320 um, Seq pwr share 0%, cell count after synthesis 103, most frequent logic cell in the layout clkdlybuf4s50_1, Worst VDD drop 0.0332 mV, Int Pwr 0.0312 mW, vias post-DR 794, DRC 0, Comb power frac 100.0%, Worst setup EP type primary output, Seq share, synth 0%, final setup TNS 0 ns, Port Buf Inserts 16, CP Class primary input to primary output, HP Class primary input to primary output, WP data required 5.12 ns, CP Data Arrival Time 3.90 ns, largest net degree at the start of global routing 30, vias per cell 5.26, std cell rows 21, Worst setup SP type primary input, Seq Cell Count 0, Filler Cells Inserted 393, WL final 1790 um, YS chip area 696 um^2, Rel. slew slack 45.5%, initial DRC count 110, Setup violations, final 0, total of max-cap violations 0, first-pass GRT wire length 2990 um, clk_buf instances 0, Sw Share 47.2%, Reg area 0 um^2, tool warning count 32, unrepaired setup endpoints after global routing false, period utilization 81.0%, fin util 24.1%, Clock power frac 0%, Max Transition Viols Final 0, Top Layout Cells 16 x clkdlybuf4s50_1, 7 x nand3_1, 7 x o21ai_0, Critical Path Fanout Max 29, P_leak 0.248 nW, maximum clock rate 0.193 GHz, Net Sw Power 0.0279 mW, synth warn 1, postcts setup bufs 0, GRT Util Overall 5.15%, die width 80 um, Die ar. 6400 um^2, mean routed wirelength per cell 11.8 um, final hold vios 0, Synth cell types 46, initial antenna violation count 0, GP Congestion 0.866, Worst-Margin Slew 0.815 ns, Antenna Nets Post-Route 0
-- metal layers --
| metal | wire, um | track usage (%) |
|---|---|---|
| met3 | 124 | 0.682 |
| met5 | 0 | 0 |
| met4 | 0 | 0 |
| met1 | 934 | 8.50 |
| met2 | 730 | 7.06 |
-- cell type report --
cell class | count | area [um^2] | share of cell area, %
Multi-Input combinational cell | 86 | 596 | 72.2
Inverter | 3 | 11.3 | 1.37
Timing Repair Buffer | 16 | 160 | 19.4
Tap cell | 46 | 57.6 | 6.98
-- power by group through the flow --
stage	Clock (mW)	Combinational [mW]	Sequential (mW)
6_report	0	0.0591	0
5_1_grt	0	0.0658	0
4_1_cts	0	0.0598	0
-- cells by family (layout without fill, tap and decap cells) --
family	count (synthesis)	count (layout)	share of synthesized area [%]
buf+inv	17	19	14.4
simple gates	42	42	38.7
fa+ha+maj	1	1	1.44
xor+xnor	3	3	3.78
compound gates	40	40	41.7
-- final timing paths --
check                 slack, ns       endpoint  cells past startpoint     startpoint
worst max-delay path       1.22  bcd_number[1]                      7  bin_number[4]
worst min-delay path       2.56  bcd_number[0]                      0  bin_number[0]
-- worst max-delay path, cell delays in order --
cell and delay (ns):
clkdlybuf4s50_1 1.00, nand3b_1 0.26, o32ai_1 0.32, o22ai_2 0.16, and2_4 0.19, o31ai_2 0.18
clkdlybuf4s50_1 0.50
-- through the flow --
stage	instances	hold slack (ns)	worst slack (ns)	power, mW	cell area [um^2]
after floorplan	103	2.59	2.69	0.0391	696
after global placement	151	2.56	1.31	0.0585	825
after detailed placement	151	2.56	1.20	0.0596	825
after CTS	151	2.56	1.20	0.0598	825
after global routing	151	2.56	0.989	0.0658	825
final	151	2.56	1.22	0.0591	825
-- cell usage after synthesis, types with 2 or more instances --
| library cell | count | area (um^2) |
|---|---|---|
| a211o_1 | 2 | 17.5 |
| a21oi_1 | 5 | 25.0 |
| a31oi_1 | 5 | 31.3 |
| buf_2 | 5 | 25.0 |
| buf_4 | 2 | 15.0 |
| buf_6 | 3 | 33.8 |
| clkbuf_1 | 4 | 15.0 |
| inv_1 | 3 | 11.3 |
| nand2_1 | 6 | 22.5 |
| nand3_1 | 7 | 35.0 |
| nand3b_1 | 4 | 30.0 |
| nor2_1 | 3 | 11.3 |
| nor2b_1 | 5 | 31.3 |
| nor3b_1 | 2 | 15.0 |
| nor4bb_1 | 2 | 20.0 |
| o2111ai_1 | 3 | 26.3 |
| o211ai_1 | 2 | 15.0 |
| o21a_1 | 2 | 15.0 |
| o21ai_0 | 7 | 35.0 |
| o22ai_1 | 2 | 12.5 |
| or3_1 | 2 | 12.5 |
| or3b_1 | 2 | 17.5 |
| xor2_1 | 2 | 17.5 |
Power figures rest on the tool's default switching activity, not on a simulated workload.
