**flow/run.sh**
```bash
#!/bin/bash
# OpenROAD 26Q1-2900-gdf79404cd8, Yosys 0.63+post, stock flow scripts
make -C /OpenROAD-flow-scripts/flow DESIGN_CONFIG=/design/flow/config.mk WORK_HOME=/design/flow/orfs finish
```
**flow/design.v**
```verilog
module counter #(parameter BITS = 1)
        (input wire clk, input wire rst, input wire ena,
         input wire updown, input wire [BITS - 1:0] top,
         input wire [BITS - 1:0] value, input wire load,
         output wire [BITS - 1:0] out, output wire ovf);
reg [BITS - 1:0] cnt;
wire [BITS:0] enable_wires;
wire end_up_count = (cnt == top) & updown;
wire end_down_count = (cnt == {(BITS){1'b0}}) & ~updown;
initial begin
    cnt <= {(BITS){1'b0}};
end
assign ovf = (end_up_count | end_down_count) & ena; 
assign out = cnt;
assign enable_wires[0] = ena;
genvar i;
generate
for(i = 0; i < BITS; i = i + 1) begin: gen_cnt
    assign enable_wires[i + 1] = (cnt[i] & enable_wires[i] & updown) |
                                 (~cnt[i] & enable_wires[i] & ~updown);
    always @(posedge clk or negedge rst) begin
        if(!rst) begin
            if(updown)
                cnt [i] <= 1'b0;
            else
                cnt [i] <= top [i];
        end else if(load) begin
            cnt [i] <= value [i];
        end else if(ena) begin
            if(end_up_count) begin
                cnt [i] <= 1'b0;
            end else if(end_down_count) begin
                cnt [i] <= top [i];
            end else if(enable_wires[i]) begin
                cnt [i] <= ~cnt[i];
            end
        end
    end
end
endgenerate
endmodule
module decoder #(parameter N = 2, parameter M = 3)
            (input wire [N-1:0] addr, input wire ena, output wire [M-1:0] out);
wire [N-1:0] not_addr = ~addr;
genvar i, j;
generate
for(i = 0; i < M; i = i + 1) begin: gen_out
    wire [N-1:0] in_addr;
    for(j = 0; j < N; j = j + 1) begin: gen_in
        if(i & (1 << j)) begin
            assign in_addr [j] = addr[j];
        end else begin
            assign in_addr [j] = not_addr[j];
        end
    end
    assign out[i] = &in_addr & ena;
end
endgenerate
endmodule
module ind7seg #(parameter BITS = 3, parameter COUNT = 8)
                (input wire clk, input wire rst,
                 input wire strobe, input wire[(COUNT)*8-1:0] data,
                 output wire[COUNT-1:0] sel, output wire[7:0] out);
localparam TOP_VAL = COUNT-1;
localparam[BITS-1:0] TOP = TOP_VAL[BITS-1:0];
wire[7:0] out_wires[COUNT-1:0];
genvar i;
generate
for(i = 0; i < COUNT; i = i + 1) begin: gen
    assign out_wires[i][7:0] = data[(i + 1) * 8 - 1 : i * 8];
end
endgenerate
wire[BITS-1:0] cnt_value;
counter #(BITS) cnt(.clk(clk), .rst(rst), .ena(strobe), .updown(1'b1),
                    .top(TOP), .value({BITS{1'b0}}), .load(1'b0),
                    .out(cnt_value), .ovf());
decoder #(BITS, COUNT) sel_d(.addr(cnt_value), .ena(~strobe), .out(sel));
assign out = out_wires[cnt_value];
endmodule
```
**flow/constraint.sdc**
```tcl
current_design ind7seg

set clk_period 2.7
set clk_io_pct 0.2

create_clock -name clk0 -period $clk_period [get_ports {clk}]

set non_clock_inputs [all_inputs -no_clocks]
set_input_delay [expr $clk_period * $clk_io_pct] -clock clk0 $non_clock_inputs
set_output_delay [expr $clk_period * $clk_io_pct] -clock clk0 [all_outputs]
```
**flow/config.mk**
```make
export PLATFORM = sky130hd
export DESIGN_NAME = ind7seg
export DESIGN_NICKNAME = ind7seg
export VERILOG_FILES = /design/flow/design.v
export SDC_FILE = /design/flow/constraint.sdc
export NUM_CORES = 4
export LEC_CHECK = 1
export CORE_AREA = 10 10 87 87
export DIE_AREA = 0 0 97 97
export SYNTH_HDL_FRONTEND = slang
```
==> metrics.cfg <==
[place]
dp_hpwl_um = 3101
port_buffers = 82
dp_cells = 241
place_ws_ns = 0.02650
gp_congestion = 0.8047
post_dp_cell_area_sq_um = 1674

[timing]
holdWs_ns = 0.5163
slew_headroom_pct = 76.50
final_max_slew_viol_count = 0
setup_slack_ns = 0.08776
fin_setup_tns_ns = 0
max_clock_freq_ghz = 0.3828
worstMarginPinSlew_ns = 0.3492
min_period_ns = 2.612
setup_viol = 0
skew_ns = 0.0001166
rsz0062_at_grt = no
period_used_pct = 96.75
timing.final.hold_violations = 0

[logic_synthesis]
synth_flops = 3
ys.warnings.count = 0
synth_area_leader_cell = mux2_2
yosysCellCount = 89
ys_seq_share_pct = 9.756
synthCells = 89
synthArstFlopShare_pct = 100.0
area_leaders = mux2_2 15%, dfrtp_1 9.8%, mux2i_1 7.8%
yosysChipArea_sq_um = 769.5
synthesis.area_sq_um = 769.5
synthFlopType = dfrtp_1
top_area_share_pct = 14.63
synth_cell_type_count = 33
synth_area_per_cell_sq_um = 8.646
synth-edff-count = 0

[cts]
cts_buffer_depth = 2
clk-insertion-delay-late_ns = 0.21
clock-root-buffer = clkbuf_8
cts.sinks = 3
cts_tree = yes
cts_buffers = 3
postCtsSetupBuffers = 0
clk_pin_slew_worst_paths_ns = 0.03
clock_tree.htree_level_count = 1

[detailed_routing]
antenna_cells = 0
wire_per_inst_um = 14.93
via_per_inst = 4.090
drtAntennaViolNets = 0
drtIter0Drc = 23
wirelength_um = 3657
vias = 1002
first_pass_iters = 4
drc = 0

[final_layout]
drive_above_1_share_pct = 17.34
final_core_util_pct = 30.49
largest_reg_flops = 3
design_area_sq_um = 1720
syn2layout_area_growth_pct = 123.6
fillCellCount = 589
fin_cells = 245

[grt]
antenna_found_initial = 0
grt_pass1_wl_um = 5878
grt_usage_pct = 7.428
grt_pass1_vias = 1109
overflow = 0
grt_max_degree = 28

[critical_path]
cp-end-kind = primary output
critPathLaunchType = primary input
cp_max_fo = 1
r2r_slack_ns = 1.80
crit_arrival_ns = 2.07
critPathRequiredTime_ns = 2.16
path_class = primary input to primary output

[floorplanning]
die_w_um = 97
pin_count = 83
row_count = 27
core_area_sq_um = 5642
die_h_um = 97
die_area_sq_um = 9409
fp_util_pct = 13.64

[power]
powerDensity_nw_per_um2 = 797.4
ir_drop_mv = 0.4605
p_leak_nw = 0.6189
total_power_mw = 1.372

[worst_hold_path]
hold_path.class = primary input to async pin

[run]
warnings = 25
max-cap-violations = 0

[run_status]
run_status = complete, no violations

layout make-up:
| type | instances | area (sq um) | area share [%] |
|---|---|---|---|
| clock buffer | 4 | 45.04 | 2.618 |
| multi-input combinational | 76 | 614.3 | 35.71 |
| timing repair buffer | 90 | 893.4 | 51.93 |
| sequential | 3 | 77.57 | 4.509 |
| tap | 72 | 90.09 | 5.236 |
cells in the mapped netlist (all sizes together), types with 3 or more instances:
cell type  number
mux2i           6
nand2           5
o22ai           5
nand2b          4
a21oi           5
nor3           10
a211oi          3
o22a            3
mux4            4
buf             9
o21ai           3
nor2            3
dfrtp           3
mux2           10
path summary, 6_finish.rpt:
check | startpoint | end | cells past startpoint
max | data[19] | out[3] | 4
min | rst | cnt.out[1] | 1
max reg2reg | cnt.out[2] | cnt.out[2] | 2
min reg2reg | cnt.out[0] | cnt.out[0] | 1
max in group asynchronous | rst | cnt.out[2] | 1
min in group clk0 | cnt.out[0] | cnt.out[0] | 1
worst max-delay path: stages:
cell and delay [ns]:
clkdlybuf4s50_1 0.41, mux4_2 0.45, mux2_2 0.27, clkdlybuf4s50_1 0.41
cell families (layout without fill, tap and decap cells):
kind of cell	Yosys count	in the layout	synth area share, %
buffers and inverters	10	94	10.24
DFF	3	3	9.756
xor gates and xnor gates	3	3	3.415
and+or+nand+nor	30	30	20.82
AOI/OAI and AO/OA	23	23	20.65
muxes	20	20	35.12
routing by layer:
| metal | global-route usage [%] | vias up | wire, um |
|---|---|---|---|
| met5 | 0 | - | 0 |
| met4 | 0.3382 | 0 | 0 |
| met3 | 2.221 | 0 | 231 |
| met2 | 13.34 | 37 | 1856 |
| met1 | 8.858 | 449 | 1569 |
| li1 | - | 516 | - |
cell usage in the layout, fill, tap and decap left out:
cell | synthesis | routed
o21ai_0 | 3 | 3
buf_4 | 1 | 7
nand3b_1 | 1 | 1
or2b_2 | 1 | 1
and2b_1 | 1 | 1
nor2b_1 | 1 | 1
nor2_1 | 3 | 3
nor3_1 | 10 | 10
nand2b_1 | 4 | 4
dfrtp_1 | 3 | 1
a211oi_1 | 3 | 3
buf_12 | 1 | 1
mux2i_1 | 6 | 6
clkbuf_1 | 1 | 1
mux4_2 | 2 | 4
xnor2_1 | 2 | 2
nand2_1 | 5 | 5
clkdlybuf4s50_1 | 0 | 82
xor2_1 | 1 | 1
nor3b_1 | 1 | 1
a21oi_2 | 1 | 1
a21oi_1 | 4 | 4
a211o_1 | 1 | 1
and3_1 | 1 | 1
o22ai_1 | 5 | 5
dfrtp_2 | 0 | 2
o22a_1 | 3 | 3
mux2_2 | 10 | 10
o32ai_1 | 2 | 2
nor4_1 | 1 | 1
nand3_1 | 1 | 1
a2111oi_2 | 0 | 1
clkbuf_8 | 0 | 3
where the power goes:
part	leakage (nW)	total [mW]	internal (mW)	switching (mW)
Clock	0.0228	0.129	0.101	0.0282
Sequential	0.0331	0.138	0.0723	0.0661
Combinational	0.563	1.10	0.692	0.413
Total	0.619	1.37	0.865	0.507
what timing repair did:
item | CTS | global route
endpoints found under the hold margin | 0 | 0
resized | 1 | 5
endpoints found under the setup margin | 1 | 4
hold buffers | 0 | 0
Power figures rest on the tool's default switching activity, not on a simulated workload.
