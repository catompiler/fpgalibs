==> ./design.v <==
module spi_master_baud_gen
    #(parameter PSC=1)
    (input wire i_clk,
     input wire i_rst,
     output wire o_udf,
     output wire o_ovf,
     output wire o_udf_div2,
     output wire o_ovf_div2,
     output wire o_period);
    localparam PSC_TOP = PSC;
    localparam BITS = $clog2(PSC_TOP+1);
    reg[BITS-1:0] count;
    wire count_is_zero = count == 0;
    wire count_is_top = count == PSC_TOP;
    reg period;
    assign o_period = period;
    initial begin
        count = 'd0;
        period = 'd0;
    end
    assign o_udf = i_rst & count_is_zero;
    assign o_ovf = i_rst & count_is_top;
    assign o_udf_div2 = i_rst & count_is_zero & !period;
    assign o_ovf_div2 = i_rst & count_is_top & period;
    always @(posedge i_clk or negedge i_rst) begin
        if(!i_rst) begin
            count <= #1 'd0;
        end else begin
            if(count_is_top) begin
                count <= #1 'd0;
            end else begin
                count <= #1 count + 'd1;
            end
        end
    end
    always @(posedge i_clk or negedge i_rst) begin
        if(!i_rst) begin
            period <= #1 'd0;
        end else begin
            if(count_is_top) begin
                period <= #1 !period;
            end else begin
                period <= #1 period;
            end
        end
    end
endmodule
module spi_master_sck_gen
    #(parameter CPOL = 0,
      parameter CPHA = 0)
    (input wire i_period,
     input wire i_xfer,
     output wire o_sck);
localparam mode = {CPOL[0], CPHA[0]};
generate
if(mode == 0) begin
    assign o_sck = i_period & i_xfer;
end else if(mode == 1) begin
    assign o_sck = ~i_period & i_xfer;
end else if(mode == 2) begin
    assign o_sck = ~i_period | ~i_xfer;
end else begin
    assign o_sck = i_period | ~i_xfer;
end
endgenerate
endmodule
module spi_master
    #(parameter PSC=0,
      parameter BITS=8,
      parameter CPOL=0,
      parameter CPHA=0,
      parameter BEG_TICKS=0,
      parameter END_TICKS=0)
    (input wire i_clk,
     input wire i_rst,
     input wire[BITS-1:0] i_data,
     input wire i_stb,
     output wire o_empty,
     output wire o_busy,
     output wire[BITS-1:0] o_data,
     output wire o_stb,
     input wire i_miso,
     output wire o_mosi,
     output wire o_sck,
     output wire o_cs);
localparam STATE_BITS = 2;
localparam[STATE_BITS-1:0] STATE_IDLE = 'd0;
localparam[STATE_BITS-1:0] STATE_BWAIT = 'd1;
localparam[STATE_BITS-1:0] STATE_XFER = 'd2;
localparam[STATE_BITS-1:0] STATE_EWAIT = 'd3;
reg[STATE_BITS-1:0] state;
reg[STATE_BITS-1:0] next_state;
localparam CNT_BWAIT_BITS = $clog2(BEG_TICKS+1);
localparam CNT_BWAIT_TOP = BEG_TICKS;
reg[CNT_BWAIT_BITS-1:0] bwait_count;
wire bwait_end = bwait_count == CNT_BWAIT_TOP;
localparam CNT_EWAIT_BITS = $clog2(END_TICKS+1);
localparam CNT_EWAIT_TOP = END_TICKS;
reg[CNT_EWAIT_BITS-1:0] ewait_count;
wire ewait_end = ewait_count == CNT_EWAIT_TOP;
wire xfer_restart = data_xmit_valid & (state == STATE_EWAIT);
localparam CNT_BITS = $clog2(BITS+1);
localparam CNT_BITS_TOP = BITS - 1;
reg[CNT_BITS-1:0] bit_count;
wire xfer_first_bit = bit_count == 'd0;
wire xfer_last_bit = bit_count == CNT_BITS_TOP;
wire last_bit_clk = bit_clk & xfer_last_bit;
wire xfer = state == STATE_XFER;
wire running = state != STATE_IDLE;
reg[BITS-1:0] data_xmit;
reg data_xmit_valid;
reg[BITS-1:0] data_shift;
reg[BITS-1:0] data_recv;
reg data_recv_valid;
assign o_data = data_recv;
assign o_mosi = data_shift[BITS-1];
assign o_cs = ~running;
assign o_busy = running;
assign o_empty = ~data_xmit_valid;
assign o_stb = data_recv_valid;
wire front_clk;
wire bit_clk;
wire period_clk;
initial begin
    state = STATE_IDLE;
    next_state = STATE_IDLE;
    bwait_count <= 'd0;
    ewait_count <= 'd0;
    bit_count <= 'd0;
    data_xmit <= 'd0;
    data_xmit_valid <= 'd0;
    data_shift <= 'd0;
    data_recv <= 'd0;
    data_recv_valid <= 'd0;
end
spi_master_baud_gen #(PSC) bg(.i_clk(i_clk), .i_rst(running & i_rst & ~xfer_restart),
                       .o_udf(front_clk), .o_ovf(),
                       .o_udf_div2(), .o_ovf_div2(bit_clk),
                       .o_period(period_clk));
spi_master_sck_gen #(CPOL, CPHA) sg (.i_period(period_clk), .i_xfer(xfer), .o_sck(o_sck));
always @(posedge i_clk or negedge i_rst) begin
    if(!i_rst) begin
        state <= #1 STATE_IDLE;
    end else begin
        state <= #1 next_state;
    end
end
always @(*) begin
    case(state)
    STATE_IDLE: begin
        if(i_stb) begin
            if(bwait_end) begin
                next_state = STATE_XFER;
            end else begin
                next_state = STATE_BWAIT;
            end
        end else begin
            next_state = STATE_IDLE;
        end
    end
    STATE_BWAIT: begin
        if(bwait_end) begin
            next_state = STATE_XFER;
        end else begin
            next_state = STATE_BWAIT;
        end
    end
    STATE_XFER: begin
        if(last_bit_clk & ~data_xmit_valid) begin
            if(ewait_end) begin
                next_state = STATE_IDLE;
            end else begin
                next_state = STATE_EWAIT;
            end
        end else begin
            next_state = STATE_XFER;
        end
    end
    STATE_EWAIT: begin
        if(data_xmit_valid) begin
            next_state = STATE_XFER;
        end else begin
            if(ewait_end) begin
                next_state = STATE_IDLE;
            end else begin
                next_state = STATE_EWAIT;
            end
        end
    end
    default: begin
        next_state = STATE_IDLE;
    end
    endcase
end
always @(posedge i_clk or negedge i_rst) begin
    if(!i_rst) begin
        bwait_count <= #1 'd0;
    end else begin
        case(state)
        default: begin
            bwait_count <= #1 'd0;
        end
        STATE_BWAIT: begin
            if(bit_clk) begin
                if(bwait_end) begin
                    bwait_count <= #1 'd0;
                end else begin
                    bwait_count <= #1 bwait_count + 'd1;
                end
            end else begin
                bwait_count <= #1 bwait_count;
            end
        end
        endcase
    end
end
always @(posedge i_clk or negedge i_rst) begin
    if(!i_rst) begin
        ewait_count <= #1 'd0;
    end else begin
        case(state)
        default: begin
            ewait_count <= #1 'd0;
        end
        STATE_EWAIT: begin
            if(bit_clk) begin
                if(ewait_end) begin
                    ewait_count <= #1 'd0;
                end else begin
                    ewait_count <= #1 ewait_count + 'd1;
                end
            end else begin
                ewait_count <= #1 ewait_count;
            end
        end
        endcase
    end
end
always @(posedge i_clk or negedge i_rst) begin
    if(!i_rst) begin
        bit_count <= #1 'd0;
    end else begin
        case(state)
        default: begin
            bit_count <= #1 'd0;
        end
        STATE_XFER: begin
            if(bit_clk) begin
                if(xfer_last_bit) begin
                    bit_count <= #1 'd0;
                end else begin
                    bit_count <= #1 bit_count + 'd1;
                end
            end else begin
                bit_count <= #1 bit_count;
            end
        end
        endcase
    end
end
always @(posedge i_clk or negedge i_rst) begin
    if(!i_rst) begin
        data_shift <= 'd0;
    end else begin
        case(state)
        default: begin
            data_shift <= #1 data_shift;
        end
        STATE_IDLE: begin
            if(i_stb) begin
                data_shift <= #1 i_data;
            end else begin
                data_shift <= #1 data_shift;
            end
        end
        STATE_XFER: begin
            if(bit_clk) begin
                if(xfer_last_bit & data_xmit_valid) begin
                    data_shift <= #1 data_xmit;
                end else begin
                    data_shift <= #1 {data_shift[BITS-2:0], i_miso};
                end
            end else begin
                data_shift <= #1 data_shift;
            end
        end
        STATE_EWAIT: begin
            if(data_xmit_valid) begin
                data_shift <= #1 data_xmit;
            end else begin
                data_shift <= #1 data_shift;
            end
        end
        endcase
    end
end
always @(posedge i_clk or negedge i_rst) begin
    if(!i_rst) begin
        data_xmit <= #1 'd0;
    end else begin
        case(state)
        STATE_IDLE: begin
            data_xmit <= #1 data_xmit;
        end
        default: begin
            if(i_stb) begin
                data_xmit <= #1 i_data;
            end else begin
                data_xmit <= #1 data_xmit;
            end
        end
        endcase
    end
end
always @(posedge i_clk or negedge i_rst) begin
    if(!i_rst) begin
        data_xmit_valid <= #1 'd0;
    end else begin
        case(state)
        STATE_IDLE: begin
            data_xmit_valid <= #1 'd0;
        end
        default: begin
            if(i_stb) begin
                data_xmit_valid <= #1 'd1;
            end else if(last_bit_clk) begin
                data_xmit_valid <= #1 'd0;
            end else begin
                data_xmit_valid <= #1 data_xmit_valid;
            end
        end
        STATE_EWAIT: begin
            if(i_stb) begin
                data_xmit_valid <= #1 'd1;
            end else begin
                data_xmit_valid <= #1 'd0;
            end
        end
        endcase
    end
end
always @(posedge i_clk or negedge i_rst) begin
    if(!i_rst) begin
        data_recv <= #1 'd0;
    end else begin
        case(state)
        default: begin
            data_recv <= #1 data_recv;
        end
        STATE_XFER: begin
            if(last_bit_clk) begin
                data_recv <= #1 {data_shift[BITS-2:0], i_miso};
            end else begin
                data_recv <= #1 data_recv;
            end
        end
        endcase
    end
end
always @(posedge i_clk or negedge i_rst) begin
    if(!i_rst) begin
        data_recv_valid <= #1 'd0;
    end else begin
        case(state)
        default: begin
            data_recv_valid <= #1 'd0;
        end
        STATE_XFER: begin
            if(last_bit_clk) begin
                data_recv_valid <= #1 'd1;
            end else begin
                data_recv_valid <= #1 'd0;
            end
        end
        endcase
    end
end
endmodule
==> ./run.sh <==
#!/bin/bash
# OpenROAD 26Q1-2900-gdf79404cd8, Yosys 0.63+post, stock flow scripts
make -C /OpenROAD-flow-scripts/flow DESIGN_CONFIG=/design/flow/config.mk WORK_HOME=/design/flow/orfs finish
==> ./config.mk <==
export PLATFORM = sky130hd
export DESIGN_NAME = spi_master
export DESIGN_NICKNAME = spi_master
export VERILOG_FILES = /design/flow/design.v
export SDC_FILE = /design/flow/constraint.sdc
export NUM_CORES = 4
export LEC_CHECK = 1
export CORE_UTILIZATION = 40
==> ./constraint.sdc <==
current_design spi_master

set clk_period 1.9
set clk_io_pct 0.2

create_clock -name clk0 -period $clk_period [get_ports {i_clk}]

set non_clock_inputs [all_inputs -no_clocks]
set_input_delay [expr $clk_period * $clk_io_pct] -clock clk0 $non_clock_inputs
set_output_delay [expr $clk_period * $clk_io_pct] -clock clk0 [all_outputs]
==> impl_metrics.toml <==
# implementation run metrics
[setup_path]
rr_startpoint = "state[1]$_DFF_PN0_"
r2r_end = "data_shift[4]$_DFFE_PN0P_"
crit_path_top_delay_cell = "dfrtp_1"
cp-start-kind = "flop"
cp.arrival_ns = 1.49
worst-path-stages = 5
crit_start = "state[1]$_DFF_PN0_"
r2r_slack_ns = 0.04
worstSetupEndpoint = "o_sck"
worstPathRequired_ns = 1.52
crit_type = "reg -> out"
critical_path.endpoint_type = "output port"
crit_chain = "buf_4 > ha_4 > buf_8 > and2_4 > dlygate4sd2_1"
cpPeakStageDelay_ns = 0.41
worst-path-buf-inv = 3
r2r_cells = 6
cp_top_family = "buffers and inverters"
cp_max_fo = 3

[timing]
fmax_mhz = 534
finalCritPeriodShare_pct = 98.6
rsz0062_at_grt = "true"
hold_viol_final = 0
slew-limit-headroom_pct = 69.2
holdWs_ns = 0.502
min_period_ns = 1.87
setup_ws_ns = 0.0266
worstMarginPinSlew_ns = 0.462
drv_slew = 0
tns_ns = 0
setup_viol = 0
fin_skew_ns = 0.00704

[logic_synthesis]
synth-seq-cells = 39
syn_inst = 173
yosys.area_share.xor_xnor_pct = 0.885
ys_warn_count = 2
yosysChipArea_sq_um = 1980
netlist_area_sq_um = 1980
compound_area_share_pct = 7.84
ys_top_logic_family = "multiplexers"
yosysUniqueCellTypes = 33
ys_cells = 173
syn_area_per_cell_sq_um = 11.4
synth-edff-count = 0
synth-adder-area-share_pct = 6.95
mux_area_share_pct = 16.7
ys_seq_share_pct = 49.3
synthSimpleGateAreaFrac_pct = 14.1
synthArstFlopShare_pct = 100
dominantRegCellSynth = "dfrtp_1"

[min_path]
hold_class = "reg -> reg"

[die]
die_w_microns = 72.3
ios = 26
chip_area_sq_um = 5230
fp.dieH_microns = 72.3
fp_util_pct = 41.6
core_area_sq_um = 4750
num_rows = 25

[place]
gp_congestion = 0.877
placed_area_sq_um = 2410
dp.cells = 276
dp_hpwl_mm = 2.82
portBuffers = 25
pre_cts_ws_ns = -0.231

[run]
warnings = 32
maxCapViolCount = 0

[power]
peakVddDrop_v = 0.000463
powerDensity_nw_per_um2 = 1120
p_total_mw = 3.03
p_leak_nw = 1.29

[layout]
fin_cells = 294
final_layout_size_suffix_gt1_share_pct = 31.7
post-route-util_pct = 57.1
final_area_sq_um = 2720
layout_top_cell = "dfrtp_1"
areaGrowthSynthToFinish_pct = 37.2
final_cell_mix = "dfrtp_1, nand3_1, clkdlybuf4s50_1, buf_4, mux2_2"

[global_route]
grt_overflow_total = 0
grt_pass1_vias = 1537
use_met1_pct = 29.0
grt_antenna_before_repair = 0
grt_max_degree = 37
track_usage_pct = 18.8
grt_pass1_wl_mm = 7.37
use_met2_pct = 29.6
use_met3_pct = 4.08
busiest_layer = "met2"

[detailed_routing]
drc = 0
drt_iter0_markers = 124
vias = 1542
drt_wl_total_mm = 4.55
ant_nets = 0
viasPerCell = 5.24
routedWlPerCell_microns = 15.5
antennaDiodeCount = 0
dr.pass1.iters = 6

[clocking]
h-tree-depth = 2
clk_pin_slew_ns = 0.07
cts.sinks = 39
clkLatencyLatePin_ns = 0.28
cts.path.max_buffers = 2
numCtsBuffers = 5
root_buffer = "clkbuf_8"
hold_buffers = 0
cts_tree = "built"

[status]
status = "finished clean"
power breakdown:
| part | internal (mW) | switching (mW) | total (mW) |
|---|---|---|---|
| registers | 1.06 | 0.189 | 1.25 |
| clock network | 0.256 | 0.273 | 0.530 |
| logic | 0.770 | 0.485 | 1.25 |
how the worst min path moves through the flow:
stage	from	endpoint	slack (ns)	depth (start not counted)
global route	bg.period$_DFFE_PP0N_	bg.period$_DFFE_PP0N_	0.52	1
finish	bg.period$_DFFE_PP0N_	bg.period$_DFFE_PP0N_	0.50	1
CTS	bg.period$_DFFE_PP0N_	bg.period$_DFFE_PP0N_	0.50	1
layer usage:
metal  vias up  wire length, microns
met5         -                     0
met4         0                    43
met3         4                   263
met2        44                  2080
met1       763                  2160
li1        731                     -
cells by family (layout without fill, tap and decap cells):
group	Yosys count	after routing
xor+xnor	2	2
mux	30	30
compound gates	20	20
simple gates	51	51
buf+inv	20	74
flops	39	39
fa+ha+maj	11	11
synth_stat cells, drive strengths merged, types with 2 or more instances:
master | count | area [sq um]
nand3 | 27 | 140
nor2b | 3 | 21.3
or3 | 2 | 12.5
clkbuf | 3 | 11.3
mux2 | 24 | 270
a21oi | 3 | 15.0
a22oi | 9 | 67.6
ha | 11 | 138
buf | 3 | 20.0
o21ai | 2 | 10.0
nand2 | 4 | 15.0
inv | 14 | 52.6
xor2 | 2 | 17.5
and2 | 3 | 18.8
nor2 | 7 | 26.3
dfrtp | 39 | 976
nand4 | 2 | 18.8
mux2i | 6 | 60.1
layout make-up:
type / count / area [sq um]
clock buffers: 6 / 72.6
clock inverters: 2 / 12.5
fillers: 390 / 2040
inverters: 14 / 52.6
multi-input cells: 114 / 1010
flip-flops and latches: 39 / 976
well taps: 67 / 83.8
repair buffers: 52 / 509
flip-flops by register name, summed over array words and instances, names as in the netlist:
register,flops
bit_count,4
ewait_count,1
bg.period,1
state,2
data_recv,8
bg.count,1
ewait_count[-1],1
data_xmit_valid,1
data_xmit,8
bg.count[-1],1
bwait_count[-1],1
bwait_count,1
data_shift,8
data_recv_valid,1
what timing repair did:
item,4_1_cts,5_1_grt
gates cloned,1,0
setup buffers,8,1
setup endpoints to repair,11,14
pin swaps,1,2
resized,12,17
Power and IR drop assume default switching activity.
